### run.sh
#!/bin/bash
# OpenROAD 26Q1-2900-gdf79404cd8, Yosys 0.63+post, stock flow scripts
make -C /OpenROAD-flow-scripts/flow DESIGN_CONFIG=/design/flow/config.mk WORK_HOME=/design/flow/orfs finish
### config.mk
export PLATFORM = sky130hd
export DESIGN_NAME = BPU
export DESIGN_NICKNAME = BPU
export VERILOG_FILES = /design/flow/design.v
export SDC_FILE = /design/flow/constraint.sdc
export NUM_CORES = 4
export LEC_CHECK = 1
export CORE_UTILIZATION = 50
### constraint.sdc
current_design BPU

set clk_period 18.1
set clk_io_pct 0.2

create_clock -name clk0 -period $clk_period [get_ports {clk}]

set non_clock_inputs [all_inputs -no_clocks]
set_input_delay [expr $clk_period * $clk_io_pct] -clock clk0 $non_clock_inputs
set_output_delay [expr $clk_period * $clk_io_pct] -clock clk0 [all_outputs]
### design.v
`timescale 1ns / 1ps
module BPU (
    input clk,
    input reset,
    input bpu_w_en,                     
    input [31:0] current_pc,         
    input [31:0] tag_pc,             
    input [31:0] next_pc,            
    output reg [31:0] predicted_pc   
);
reg [(32 - 3)  : 0] bpu_pc [((2 ** 6) - 1)   : 0];  
reg bpu_valid [((2 ** 6) - 1)   : 0];               
reg bpu_predict [((2 ** 6) - 1)   : 0];             
integer i;
initial begin
    for (i = 0; i < (2 ** 6); i = i + 1) begin
        bpu_pc[i] = 0;
        bpu_valid[i] = 0;
        bpu_predict[i] = 0;
    end
end
wire [(32 - 3)  : 0] valid_current_pc = current_pc[(32 - 1)  : 2];
wire [(32 - 3)  : 0] valid_tag_pc = tag_pc[(32 - 1)  : 2];
wire [(6 - 1) : 0] predict_tag = valid_current_pc[(6 - 1) : 0];
always @(*) begin
   if (bpu_valid[predict_tag] == 1'b1) begin
       predicted_pc = { bpu_pc[predict_tag], 2'd0 };
   end
   else begin
       predicted_pc = current_pc;
   end
end
wire [(6 - 1) : 0] update_tag = valid_tag_pc[(6 - 1) : 0];
wire update_predict = bpu_predict[update_tag];
always @(negedge clk or posedge reset) begin
    if (reset) begin
        for (i = 0; i < (2 ** 6); i = i + 1) begin
            bpu_pc[i] <= 0;
            bpu_valid[i] <= 0;
            bpu_predict[i] <= 0;
        end
    end
    else if (bpu_w_en) begin
        bpu_valid[update_tag] <= 1'b1;
        if (update_predict == 1'b0) begin
            bpu_pc[update_tag] <= next_pc[(32 - 1)  : 2];
        end
        bpu_predict[update_tag] <= ~update_predict;
    end
    else begin
        bpu_predict[update_tag] <= 1'b1 & bpu_valid[update_tag];
    end
end
endmodule
==> metrics.csv <==
stage,metric,value,unit
synth,Cell Type Count,80,
place,placer's final routability congestion estimate,0.979,
setup_path,Worst Path Max Fanout,27,
global_route,largest net degree at the start of global routing,133,
clock_network,Worst-path clk slew,0.04,ns
setup_path,CP Data Required Time,9.66,ns
route,final WL,403000,um
finish,top logic cell by instance count in the layout,dfrtn_1,
die,Core Area,179000,um^2
synth,mean area per synthesized cell,13.2,um^2
route,top routing layer used,met5,
synth,Yosys Chip Area,89900,um^2
timing,Slew @ Worst Pin,1.15,ns
route,# DRC,0,
route,M1 WL,137000,um
die,FP Rows,155,
clock_network,CTS sink count,2048,
timing,fin. max-slew vios,0,
clock_network,Skew-Pair Late Insertion Delay,0.79,ns
clock_network,Resize count post-CTS,0,
place,DP HPWL,228000,um
timing,Max-slew headroom,23.6,%
finish,dominant logic cell types in the final layout,"dfrtn_1 (2048), mux2_2 (1393), a22oi_1 (968), o2bb2ai_1 (315), buf_4 (303)",
synth,fraction of registers with async set or reset after synthesis,100,%
clock_network,CTS tree,yes,
route,DR WL met2,161000,um
route,Via density,7.19,
place,port bufs,102,
finish,post-layout util,57.1,%
status,outcome,completed,
timing,"Setup violations, final",0,
clock_network,root buf cell,clkbuf_16,
die,# IOs,131,
route,Detail Route Antenna Nets,0,
route,DRT Pass-1 Iters,7,
synth,Synthesis Warnings,4,
clock_network,CTS Hold Bufs,0,
setup_path,nature of the critical path startpoint,primary input,
synth,Synth Flop Type,dfrtn_1,
timing,final hold viol count,0,
setup_path,Worst Reg-to-Reg Cells,9,
clock_network,setup bufs post-CTS,0,
die,die height,426,um
synth,"Seq share, synth",57.0,%
worst_hold_path,Hold Path Class,reg2reg,
synth,mapped cell area,89900,um^2
global_route,first-pass GRT wire length,553000,um
route,Wirelength per Cell,43.3,um
power_and_ir_drop,P_leak,47.3,nW
global_route,gr ovfl total,0,
setup_path,Worst EP arrival,8.47,ns
run,Max-Cap Viols,0,
power_and_ir_drop,VDD IR-drop max,0.0791,mV
clock_network,Num CTS Buffers,210,
global_route,antenna violations before repair,22,
power_and_ir_drop,Pwr per Cell Area,107,nW/um^2
finish,fin area,102000,um^2
synth,yosys cell count,6793,
setup_path,R2R setup slack,14.02,ns
timing,Setup TNS,0,ns
place,cell area after placement,95100,um^2
die,fp_density,50.3,%
finish,share of layout cells above drive strength 1,34.4,%
route,Iter 0 DRT Violations,6825,
setup_path,Worst setup EP type,register,
die,die area,182000,um^2
synth,#FFs+latches synth,2048,
die,Die X,426,um
timing,RSZ-0062 raised after global routing,no,
synth,Post-Synthesis Cells,6793,
timing,Final Skew,0.0343,ns
setup_path,reg-to-reg startpoint,bpu_predict[14]$_DFFE_NP0N_,
global_route,GRT Total Usage,47.6,%
setup_path,Setup crit end,bpu_pc[11][15]$_DFFE_NP0P_,
global_route,vias in the first global route,66300,
setup_path,Worst Setup SP,tag_pc[5],
run,tool warnings,88,
synth,"EDFF count, synth",0,
route,WL met3,69600,um
setup_path,Crit Reg-Reg Endpoint,bpu_pc[11][15]$_DFFE_NP0P_,
route,vias after detailed routing,66900,
setup_path,Setup CP Type,in2reg,
finish,area growth from synthesis to final layout,13.3,%
clock_network,clock buffer depth,3,
clock_network,H-tree Lvls,4,
worst max-delay path, stage by stage:
cell and delay, ns:
clkdlybuf4s50_1 0.93, and4b_1 0.57, nand3_1 0.21, and4_1 0.26, and4_1 0.24, nand4b_2 0.27
nor2_4 0.74, and3_2 0.90, buf_12 0.32, mux2_2 0.36
power breakdown:
part	switching [W]	internal [W]
combinational	0.000566	0.000535
sequential	0.000305	0.00520
clock	0.00190	0.00244
cells in the mapped netlist (76+ instances only):
cell       instances  area (um^2)
mux2_2          1393        15700
mux2_1           121         1360
nor2_1           106          398
dfrtn_1         2048        51200
nand2_1          194          728
a21oi_1           90          450
o2bb2ai_1        315         2760
nand4_1          202         1260
buf_2            136          681
mux2_4           116         1740
a22oi_1          968         7270
a31oi_1           76          475
clkbuf_1         419         1570
final cells by class:
class / count / area [um^2]
Timing Repair Buffer: 471 / 4560
Tap cell: 2355 / 2950
Multi-Input combinational cell: 4016 / 36200
Clock buffer: 333 / 6310
Antenna cell: 11 / 27.5
Clock inverter: 49 / 519
Inverter: 20 / 78.8
Fill cell: 14000 / 76700
Sequential cell: 2048 / 51200
cell families after synthesis:
| group | synth area share, % |
|---|---|
| simple gates | 4.89 |
| flops | 57.0 |
| buf+inv | 3.74 |
| compound gates | 13.2 |
| mux | 21.2 |
metrics by stage:
step,hold slack (ns),std cells,power [W],setup WS [ns]
finish,0.426,9303,0.0109,1.19
global route,0.442,9293,0.0113,1.16
CTS,0.425,9292,0.0109,1.40
detailed placement,0.420,8910,0.00665,0.623
global placement,0.417,8910,0.00660,0.627
floorplan,0.402,6793,0.00631,-22.30
worst min path at each step:
stage / start / end / slack [ns] / cells after the start
after CTS: bpu_valid[2]$_DFFE_NP0P_ / bpu_valid[2]$_DFFE_NP0P_ / 0.43 / 1
after global routing: bpu_pc[18][13]$_DFFE_NP0P_ / bpu_pc[18][13]$_DFFE_NP0P_ / 0.44 / 1
final: bpu_valid[2]$_DFFE_NP0P_ / bpu_valid[2]$_DFFE_NP0P_ / 0.43 / 1
sequential cells by signal, summed over array words and instances, names as in the netlist:
name and flops:
bpu_valid 64, bpu_pc 1920, bpu_predict 64
routing by layer:
layer / track usage (%) / vias up
met5: 3.57 / -
met2: 60.6 / 4809
li1: - / 25700
met1: 59.8 / 34600
met3: 32.6 / 1638
met4: 28.8 / 56
No activity file was given, so power comes from the tool's default toggle rates.
