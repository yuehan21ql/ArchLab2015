==> /design/flow/design.v <==
`timescale 1ns / 1ps
module cp0
(
	input Wb_cp0_w_en,
	input Cu_cp0_w_en,
	input [31:0] Epc,
	input [4:0] Id_cp0_src_addr,
	input [4:0] Wb_cp0_dst_addr,
	input [31:0] Ex_data,
	input [4:0] Cu_exec_code,
	input [7:0] Interrupt,
	input Clk,
	output [31:0] Cp0_data,
	output reg [31:0] Cp0_epc,
	output Cp0_intr
);
    	reg [31:0] cp0_data_reg;
	reg cp0_intr;
	reg [31:0] status;
	reg [31:0] cause;
	reg [31:0] count;
	reg [7:0] interrupt_detect;
	integer i;
	initial begin
		status = 32'hff01;
		cause = 32'h0;
		Cp0_epc = 32'h0;
		count = 32'h0;
		interrupt_detect = 8'h0;
		i = 0;
	end
	always @(*) 
	begin
		if(status[0] == 1'b1)				 
        	begin
			interrupt_detect[7:0] = status[15:8] & cause[15:8];
			i = (interrupt_detect[0] | interrupt_detect[1] | interrupt_detect[2] | interrupt_detect[3] | interrupt_detect[4] | interrupt_detect[5] | interrupt_detect[6] | interrupt_detect[7]);
			if(i == 1)				 
				cp0_intr = 1'b1;		 
			else
				cp0_intr = 1'b0;
		end
		else						 
				cp0_intr = 1'b0;
		if(Id_cp0_src_addr == 12)			 
			cp0_data_reg = status;
		else if(Id_cp0_src_addr == 13)
			cp0_data_reg = cause;
		else if(Id_cp0_src_addr == 14)
			cp0_data_reg = Cp0_epc;
		else if(Id_cp0_src_addr == 9)
			cp0_data_reg = count;
		else
			cp0_data_reg = 32'd0;
	end
	always@(negedge Clk)
	begin
		count <= count + 1;
		if(Cu_cp0_w_en == 1'b1)			 
		begin
			if(status[0] == 1'b1)
			begin
				cause[6:2] <= Cu_exec_code;	 
				status[0] <= 1'b0;		 
				Cp0_epc <= Epc;			 
			end
		end
		else 
		begin
			if(Wb_cp0_w_en == 1'b1) 	 
			begin  
				if(Wb_cp0_dst_addr == 13)   	 
					cause <= Ex_data;
				else if(Wb_cp0_dst_addr == 12)	 
					status <= Ex_data;
				else if(Wb_cp0_dst_addr == 14)	 
					Cp0_epc <= Ex_data;
				else if(Wb_cp0_dst_addr == 9)	 
					count <= Ex_data;
			end
            		else
				cause[15:8] <= Interrupt;	 
		end
	end
	assign Cp0_data = cp0_data_reg;
	assign Cp0_intr = cp0_intr;
endmodule
==> /design/flow/run.sh <==
#!/bin/bash
# OpenROAD 26Q1-2900-gdf79404cd8, Yosys 0.63+post, stock flow scripts
make -C /OpenROAD-flow-scripts/flow DESIGN_CONFIG=/design/flow/config.mk WORK_HOME=/design/flow/orfs finish
==> /design/flow/config.mk <==
export PLATFORM = sky130hd
export DESIGN_NAME = cp0
export DESIGN_NICKNAME = cp0
export VERILOG_FILES = /design/flow/design.v
export SDC_FILE = /design/flow/constraint.sdc
export NUM_CORES = 4
export LEC_CHECK = 1
export CORE_UTILIZATION = 40
==> /design/flow/constraint.sdc <==
current_design cp0

set clk_period 4.9
set clk_io_pct 0.2

create_clock -name clk0 -period $clk_period [get_ports {Clk}]

set non_clock_inputs [all_inputs -no_clocks]
set_input_delay [expr $clk_period * $clk_io_pct] -clock clk0 $non_clock_inputs
set_output_delay [expr $clk_period * $clk_io_pct] -clock clk0 [all_outputs]
==> changes_impl.md <==
### Physical design

- CP Data Arrival Time: around 4 ns
- # fillers: ~1100
- Setup TNS: -0.000577 ns
- Initial DRC Count: ~220
- Main flop type: edfxtp_1
- Slew Viols, Final: 0
- Die area: 15300 um2
- Worst-Margin Slew: approximately 0.53 ns
- Fin Clk Skew: approximately 0.017 ns
- Height of the chip: 124 um
- Setup-failing EPs final: 1
- Setup crit end kind: output pin
- Total vias in the final route: about 5300
- CTS tree: yes
- Yosys stat area: approximately 6000 um2
- I/O Pins: 155
- Seq/Total Area, Yosys: roughly three fifths
- Final Instance Area: a little over 9000 um2
- RSZ-0062 raised after global routing: yes
- Overflow after GRT: 0
- R2r startpoint: count[1]
- Most frequent logic cell in the layout: inv_1
- Startpoint Class: flip-flop
- Layout cells sized above 1: a little over a fifth
- DRC errors left: 0
- Metal3 WL: between 1000 and 1500 um
- Max-cap viol count: 0
- Async SR Flop Fraction: 0%
- Placed standard-cell area: ~7900 um2
- Avg Synthesized Cell Area: ~12 um2
- R2R setup slack: ~2.7 ns
- CTS Root Cell: clkbuf_16
- CP Max Fanout: 2
- Via density: 5.18
- Setup ws final: -0.000577 ns
- Port Buffers: 154
- Hpwl dp: ~11000 um
- Hold WS: about 0.47 ns
- Gr usage total: 23.4%
- Width of the die: approximately 120 um
- Setup Crit Path Kind: reg -> out
- CTS Hold Bufs: 0
- Min-delay src: count[0]
- Commonest cells after routing, fill and taps aside: 136 x inv_1, 122 x clkdlybuf4s50_1, 95 x edfxtp_1
- Fp util: about two fifths
- Largest net degree at the start of global routing: 33
- Clk sinks: around 130
- Failing checks: setup timing
- Met2 WL post-DR: a little over 7000 um
- Yosys reg bits: approximately 130
- Final GP Congestion: 0.901
- Non-filler cells, final: between 1000 and 1500
- Vias in the first global route: around 5600
- DR WL/cell: around 16 um
- Final ANT Viol Nets: 0
- Peak VDD IR: ~0.27 mV
- DP Cell Count: 839
- Wl on met1: 7440 um
- Post-synthesis cell count from yosys: ~510
- Critical Path RT: between 3 and 4 ns
- Post-Synthesis Cell Area: between 5000 and 6000 um2
- Reg2reg end: count[22]
- Cell Rows: approximately 44
- Fin. Hold Viols: 0
- Unique cell types: roughly 50
- H-tree depth: 4
- Mapped Cells: about 510
- Synth warn: 1
- CTS clock-pin slew for the worst setup and hold paths: around 0.03 ns
- Status: finished, violations left
- Clock Latency Late Sink: ~0.45 ns
- FF-to-FF path depth: 6
- Final wirelength: between 15000 and 20000 um
- Pre-antenna DRT Iters: 4
- CTS max path bufs: 2
- Hold path depth: 1
- Tool Warnings: 156
- Diodes inserted: 0
- Top layer in use: met4
- EDFF count, synth: 95
- Power per standard cell area: ~370 nW/um2
- HP Class: reg -> reg
- Initial antenna violation count: 0
- Post-route core utilization: a little under two thirds
- Area delta synth->final: 55.1%
- First-pass GRT wire length: 25600 um
- Core area: between 10000 and 15000 um2
- Relative slew slack: between 60 and 70%
- TritonCTS buffer count: 17
- Worst Hold Endpoint: count[0]
- P_leak: about 4.0 nW
[cells by family after synthesis]
logic type / after synthesis / share of synthesized area, %
xor gates and xnor gates: 14 / 2.07
adders and majority gates: 1 / 0.211
and+or+nand+nor: 173 / 14.7
buffers and inverters: 34 / 2.72
DFF: 128 / 59.2
AOI/OAI and AO/OA: 121 / 14.1
muxes: 37 / 6.98
[synth_stat cells, types with 3 or more instances]
cell type	number	area, um2
buf_1	3	11.3
xor2_1	9	78.8
mux2_2	35	394
a21oi_1	4	20.0
or3_1	6	37.5
a31oi_1	15	93.8
or4_1	10	75.1
o21ai_0	19	95.1
nand2b_1	5	31.3
xnor2_1	5	43.8
and4_1	3	26.3
dfxtp_1	33	661
inv_1	3	11.3
clkbuf_1	21	78.8
nor2_1	19	71.3
buf_2	3	15.0
and3_1	3	18.8
a22oi_1	68	510
nand4_1	13	81.3
nand2_1	83	312
o31ai_1	9	67.6
nor4_1	3	18.8
nand3_1	7	35.0
edfxtp_1	95	2850
[metal layers]
layer,GRT usage [%],vias up
met5,0,-
met4,7.08,0
met3,10.4,16
met2,32.5,205
met1,35.0,2447
li1,-,2612
[how the worst max path moves through the flow]
stage | startpoint | endpoint | slack [ns] | cells after the start
after CTS | cause[13] | Cp0_data[13] | -0.04 | 3
after global routing | status[13] | Cp0_data[13] | -0.10 | 3
final | cause[13] | Cp0_data[13] | -0.0006 | 3
[power by group]
group / internal [W] / switching (W) / total, W
clock: 0.000818 / 0.000689 / 0.00151
sequential: 0.00131 / 0.000141 / 0.00145
combinational: 0.000228 / 0.000178 / 0.000406
[critical path: stages (launching register included)]
cell and delay [ns]:
edfxtp_1 0.41, a22oi_2 0.15, nand2_1 0.08, clkdlybuf4s50_1 0.39
[final cells by class]
class / count / area [um2] / share of cell area [%]
clock buffers: 17 / 425 / 4.62
clock inverters: 143 / 579 / 6.29
inverters: 2 / 7.51 / 0.0815
multi-input cells: 346 / 2420 / 26.3
flip-flops and latches: 128 / 3580 / 38.9
well taps: 184 / 230 / 2.50
repair buffers: 200 / 1960 / 21.3
[sequential cells by signal (all words and copies together) (netlist names)]
signal and flops:
count 32, Cp0_epc 32, status 32, cause 32
[through the flow]
stage                     setup WS, ns  power, W
after floorplan                -0.0467   0.00177
after global placement          -0.261   0.00196
after detailed placement        -0.317   0.00197
after CTS                      -0.0378   0.00341
after global routing            -0.101   0.00362
final                        -0.000577   0.00337
[repair_timing]
item / 4_1_cts / 5_1_grt
setup endpoints to repair: 33 / 15
resized: 71 / 27
pin swaps: 44 / 20
buffers inserted: 19 / 3
Power is estimated from default activity; no workload was simulated.
