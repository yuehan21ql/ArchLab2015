File: run.sh
#!/bin/bash
# OpenROAD 26Q1-2900-gdf79404cd8, Yosys 0.63+post, stock flow scripts
make -C /OpenROAD-flow-scripts/flow DESIGN_CONFIG=/design/flow/config.mk WORK_HOME=/design/flow/orfs finish
File: config.mk
export PLATFORM = sky130hd
export DESIGN_NAME = alu
export DESIGN_NICKNAME = alu
export VERILOG_FILES = /design/flow/design.v
export SDC_FILE = /design/flow/constraint.sdc
export NUM_CORES = 4
export LEC_CHECK = 1
export CORE_UTILIZATION = 30
File: constraint.sdc
current_design alu

set clk_period 17.3
set clk_io_pct 0.2

create_clock -name clk0 -period $clk_period

set non_clock_inputs [all_inputs -no_clocks]
set_input_delay [expr $clk_period * $clk_io_pct] -clock clk0 $non_clock_inputs
set_output_delay [expr $clk_period * $clk_io_pct] -clock clk0 [all_outputs]
File: design.v
`timescale 1ns / 1ps
module adder(
    input [31:0] A,
    input [31:0] B,
    input cin,
    output ZF,
    output CF,
    output OF,
    output NF,
    output [31:0] S
);
wire [32:0] M;
assign M = {1'b0,A} + {1'b0,B} + cin;
assign ZF = M[31:0] == 32'd0;
assign CF = M[32];
assign OF = A[31]==B[31] && A[31]!=M[31];
assign NF = M[31];
assign S = M[31:0];
endmodule
`timescale 1ns / 1ps
module alu(
input [31:0] A,
input [31:0] B,
input [3:0] op,
output [31:0] alu_out,
output ZF_out,OF_out,LF_out
);
wire [2:0] ctrl;
wire [31:0] and32 = A & B;
wire [31:0] or32 = A | B;
wire [31:0] xor32 = A ^ B;
wire [31:0] nor32 = ~or32;
wire [31:0] A_xor_op0 = A ^{32{op[0]}};  
wire [31:0] B_xor_op0 = B ^{32{op[0]}};  
wire [31:0] se = op[0] ? {{16{B[15]}},B[15:0]}: {{24{B[7]}},B[7:0]} ;  
wire [31:0] slt;  
wire [31:0] prefix0;  
wire less_sel = !op[3] && op[2] && op[1] &&op[0];  
wire [4:0] mediate_leadingz;  
wire                                    CF;
wire                                    NF;
wire                                    OF;
wire [31:0]                             S;
wire                                    ZF;
assign ctrl[2] = !op[3]&&!op[1] || !op[3]&&op[2]&&op[0] || op[3]&&op[1];
assign ctrl[1] = !op[3]&&!op[2]&&!op[1] || op[3]&&!op[2]&&!op[0] ||
    op[2]&&op[1]&&!op[0] || op[3]&&op[1];
assign ctrl[0] = !op[2]&&!op[1] || !op[3]&&op[2]&&op[0] || op[3]&&op[2]&&op[1];
adder adder( 
    .A                          (A[31:0]                        ),
    .B                          (B_xor_op0                        ),
    .cin                        (op[0]                            ),
    .ZF                         (ZF                             ),
    .CF                         (CF                             ),
    .OF                         (OF                             ),
    .NF                         (NF                             ),
    .S                          (S[31:0]                        )
);
leadingz leadingz( 
    .A                          (A_xor_op0[31:0]                        ),
    .res                        (mediate_leadingz[4:0]                      )
);
assign LF_out = less_sel ? !CF : NF^OF;  
assign ZF_out = ZF;
assign OF_out = OF && op[3] && op[2] && op[1]; 
assign prefix0[5:0] = A_xor_op0 == 32'd0 ? 6'b100000 : {1'b0,mediate_leadingz[4:0]} ;
assign prefix0[31:6] = 26'd0;
assign slt = LF_out ? 32'd1 : 32'd0;
assign alu_out = ctrl==3'b000 ? prefix0 :
    (ctrl==3'b001 ? xor32 :
    (ctrl==3'b010 ? or32 :
    (ctrl==3'b011 ? nor32 :
    (ctrl==3'b100 ? and32 :
    (ctrl==3'b101 ? slt :
    (ctrl==3'b110 ? se : S
))))));
endmodule
`timescale 1ns / 1ps
module leadingz(
input [31:0] A,
output [4:0] res
);
wire [15:0] val16;
wire [7:0] val8;
wire [3:0] val4;
wire [1:0] val2;
assign res[4] = A[31:16] == 16'd0;
assign val16 = res[4] ? A[15:0] : A[31:16];
assign res[3] = val16[15:8] == 8'd0;
assign val8 = res[3] ? val16[7:0] : val16[15:8];
assign res[2] = val8[7:4] == 4'd0;
assign val4 = res[2] ? val8[3:0] : val8[7:4];
assign res[1] = val4[3:2] == 2'd0;
assign val2 = res[1] ? val4[1:0] : val4[3:2];
assign res[0] = val2[1] == 1'd0;
endmodule
==> impl_metrics.tcl <==
# flow metrics
set metrics [dict create \
    syn_area_um2 5612 \
    wl_per_cell_um 20.66 \
    grt_max_degree 54 \
    netlist.area_leader.share_pct 21.63 \
    nFillCells 1949 \
    synth_area_per_cell_um2 6.586 \
    slew_violations 0 \
    crit_buf_inv 3 \
    syn_inst 852 \
    slew_headroom_pct 46.63 \
    path_delay_family "buffers and inverters" \
    io_pins 103 \
    max_stage_delay_ps 630 \
    nClkBuffers 0 \
    setup.worst_path.end_class "primary output" \
    dieWidth_um 138.8 \
    cts_resized 0 \
    hold_viol_final 0 \
    drive_above_1_share_pct 3.560 \
    placed_cell_area_um2 6885 \
    status "completed" \
    syn_to_final_growth_pct 22.70 \
    finalSetupViolations 0 \
    ctsHoldBuffers 0 \
    p_per_area_nw_per_um2 43.21 \
    grt-ovfl-total 0 \
    final_layout_top_logic_cell "clkdlybuf4s50_1" \
    fp_util_pct 30.92 \
    detail_route.first_pass.iterations 22 \
    rsz0062_at_grt "false" \
    drc 0 \
    critPathSlowestCell "buf_4" \
    final_cell_mix "102 x clkdlybuf4s50_1, 97 x ha_1, 96 x a21oi_1" \
    hpwl_mm 19.07 \
    yosysTopAreaCell "ha_1" \
    setup_tns_ps 0 \
    fmax_mhz 87.28 \
    regArea_um2 0 \
    arrival_ps 8000 \
    top_cells_by_area "ha_1 22%, a21oi_1 8.6%, xor2_1 6.9%, o21ai_0 5.4%, inv_1 5.2%" \
    die_h_um 138.8 \
    tool_warnings 66 \
    wl_met3_mm 1.690 \
    highest_layer "met4" \
    grt_use_total_pct 24.38 \
    worstMarginPinSlew_ps 795.3 \
    vias 6761 \
    met1_length_mm 11.05 \
    grt_antenna_before_repair 0 \
    crit_required_ps 13840 \
    fin_area_um2 6885 \
    postRouteAntennaNets 0 \
    core_area_um2 18150 \
    post_cts_buffers 0 \
    placed_cells 1156 \
    wl_met2_mm 10.66 \
    path_class "in -> out" \
    max-cap-violations 0 \
    ys_cells 852 \
    io_buffers 103 \
    via_per_inst 5.849 \
    min_period_ps 11460 \
    post-route-util_pct 37.94 \
    rows 49 \
    peakVddDrop_uv 14.35 \
    hold_path_class "in -> out" \
    finalCritPeriodShare_pct 66.23 \
    worst_setup_path_start_kind "primary input" \
    gp_congestion 0.9999 \
    crit_fanout 53 \
    crit_chain "buf_4, buf_4, xor2_1, ha_1, a21oi_1, o211ai_1, a221o_1, a21oi_2, o21ai_1, xnor2_1, or4_1, nor3_1, nand4_1, nor4_2, clkdlybuf4s50_1" \
    ff_count 0 \
    layout.cells.non_filler 1156 \
    total_leakage_power_uw 0.002972 \
    synthDistinctLibCells 63 \
    yosysChipArea_um2 5612 \
    crit_top_cell "buf_4" \
    drtIter0Drc 563 \
    diodes 0 \
    drt_wl_total_mm 23.88 \
    ys_seq_share_pct 0 \
    dieArea_um2 19260 \
    grt_pass1_wl_mm 36.22 \
    yosysWarnings 0 \
    grt_pass1_vias 6350 \
]
[final cells by class]
cell class | count | area (µm²) | area share, %
inverters | 77 | 289.0 | 4.198
multi-input cells | 730 | 5154 | 74.85
well taps | 229 | 286.5 | 4.161
repair buffers | 120 | 1156 | 16.79
[synth_stat cells (all sizes together), types with 6 or more instances]
| cell type | n |
|---|---|
| a2111oi | 9 |
| a211oi | 19 |
| a21o | 17 |
| a21oi | 98 |
| a221oi | 15 |
| a22oi | 12 |
| buf | 11 |
| clkbuf | 34 |
| ha | 97 |
| inv | 77 |
| nand2 | 73 |
| nand2b | 7 |
| nand3 | 18 |
| nand4 | 14 |
| nor2 | 56 |
| nor2b | 6 |
| nor3 | 17 |
| nor4 | 7 |
| o2111ai | 10 |
| o211ai | 23 |
| o21ai | 67 |
| o21bai | 7 |
| o221ai | 8 |
| or3 | 7 |
| xnor2 | 20 |
| xor2 | 44 |
[per-layer routing]
metal / GRT usage, % / vias up
met3: 2.252 / 40
met5: 0 / -
met1: 35.27 / 3155
li1: - / 3320
met2: 39.18 / 246
met4: 5.556 / 0
[tightest hold or removal path, cell delays in order]
cell	delay, ps
buf_4	290
nand3_1	190
a31oi_1	100
clkdlybuf4s50_1	400
[power by group]
group | leakage [µW] | switching, µW | total (µW) | internal (µW)
Sequential | 0 | 0 | 0 | 0
Clock | 0 | 0 | 0 | 0
Combinational | 0.00297 | 163 | 297 | 135
[final timing paths]
kind	from	end	slack (ps)	cells after the start
worst max-delay path	op[0]	ZF_out	5840	15
worst min-delay path	op[0]	LF_out	7910	4
[cells by family (layout without fill, tap and decap cells)]
logic type                 after synthesis  after routing  share of synthesized area [%]
xor gates and xnor gates                64             64                          9.989
muxes                                    6              6                          1.093
buffers and inverters                  122            197                          8.316
and+or+nand+nor                        231            231                          19.76
adders and majority gates               98             98                          21.98
AOI/OAI and AO/OA                      331            331                          38.86
[metrics by stage]
step	setup WS (ps)	power [µW]	hold WS [ps]
2_1_floorplan	6170	174.8	7043
6_report	5843	297.5	7907
4_1_cts	5906	293.8	7898
3_5_place_dp	5923	291.8	7899
5_1_grt	5615	324.6	8001
3_3_place_gp	5971	293.8	7896
No activity file was given, so power comes from the tool's default toggle rates.
